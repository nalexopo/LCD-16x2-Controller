[flow/design.v]
module Lcd_Reader (
input clk, rst,RxD_data_ready,
input [7:0]RxD_data,
output reg LCD_RS, LCD_E, RDY, kappa,
output LCD_RW,
output reg [7:0] LCD_DB
);
parameter [19:0] t_500ns 	= 25;		 
parameter [19:0] t_2000us 	= 100_000;		 
parameter [19:0] t_100us 	= 5000;		 
parameter [19:0] t_2us 	= 100;		 
reg [19:0] cnt_timer=0; 			 
reg flag_500ns=0, flag_2000us=0, flag_2us=0;
reg flag_rst=1;					 
always @(posedge clk) begin
	if(flag_rst) begin
		flag_500ns	<=	1'b0;		 
		flag_2000us	<=	1'b0;		 
		flag_2us	   <=	1'b0;	       
		cnt_timer	<=	20'b0;		
	end
	else begin
	   cnt_timer	<= cnt_timer + 1;
		if(cnt_timer>=t_500ns) begin			
			flag_500ns	<=	1'b1;
		end
		else begin			
			flag_500ns	<=	flag_500ns;
		end
		if(cnt_timer>=t_2000us) begin			
			flag_2000us	<=	1'b1;
		end
		else begin			
			flag_2000us	<=	flag_2000us;
		end
		if(cnt_timer>=t_2us) begin			 
			flag_2us		<=	1'b1;           
		end
		else begin			
			flag_2us		<=	flag_2us;
		end	
end
end
localparam STATE_SIZE = 15; 
localparam RESET    = 1,
           IDLE     = 2,
           INSTR    = 3, 
           SETUP    = 4,
           CURSOR   = 5,
	   CLEAR    = 6,
	   CRSRINC  = 7,
	   CRSRSTRT = 8,
	   WAIT_E   = 9,
	   WAIT_OP  = 10,
	   WRITE    = 11,
	   WAIT_WRITE1   = 12,
	   WAIT_WRITE2   = 13,
	   IDLE_FINAL = 14,
	   DECIDE	  = 15;	
reg [2:0] instruction_register, text_reg;
reg [STATE_SIZE-1:0]State;
assign LCD_RW=1'b0;   
always @ (posedge clk) begin
	if(rst) begin
	   		text_reg <= 3'b000;
	   		kappa	 <= 1'b0;
	   		RDY	 <= 1'b0;	
	   		LCD_RS	 <= 1'b1;										 
			LCD_E	 <= 1'b0;										 
			LCD_DB 	 <= 8'b11111111;
			flag_rst <= 1'b1;
	   		instruction_register<= 3'b0;
			State <= RESET;
		end
	else begin
			case (State)
      			RESET:begin
		         		text_reg <= 3'b000;
		         		kappa	 <= 1'b0;
		         		RDY	 <= 1'b0;	
					LCD_RS	 <= 1'b0;											
					LCD_E	 <= 1'b0;										
					LCD_DB 	 <= 8'b00000000;
					flag_rst <= 1'b1;
					instruction_register<=3'b0;
					State    <=     IDLE;	
				end
		 	IDLE:begin
		         		if(RDY)State <=WRITE;            
               				else State <=INSTR;
			     end
     			INSTR:begin      
					LCD_RS <=		1'b0;
					case (instruction_register)
					      		0:begin
							  instruction_register<=instruction_register+1'b1;
							  State <=SETUP;
							  end
							1:begin
							  instruction_register<=instruction_register+1'b1;
							  State <=CURSOR;
							  end
							2:begin
							  instruction_register<=instruction_register+1'b1;
							  State <=CLEAR;
							  end
							3:begin
							  instruction_register<=instruction_register+1'b1;
							  State <=CRSRINC;
							  end
							4:begin
							  instruction_register<=instruction_register+1'b1;
							  State <=CRSRSTRT;
							  end
							5:begin
							  instruction_register<=3'b0;
							  RDY<=1'b1;
							  State  <= IDLE;
							  end
					endcase		
			       end		
      			SETUP:begin
					LCD_DB <= 8'b0011_1100;
					State  <= WAIT_E;
			      end
      			CURSOR:begin
					LCD_DB <= 8'b0000_1111;
					State  <= WAIT_E;
			       end
      			CLEAR:begin
					LCD_DB <= 8'b0000_0001;             
					State <= WAIT_E;
			      end		 
      			CRSRINC:begin
					LCD_DB <= 8'b0000_0110;
					State <= WAIT_E;
				end
      			CRSRSTRT:begin
					LCD_DB <= 8'b1000_0000;
					State <= WAIT_E;
				 end 
      			WAIT_E:begin
	     				LCD_E<=1'b1;
	                		if(!flag_500ns)begin
					 			flag_rst<=1'b0;
					 			State <= WAIT_E;   
				                       end 
					else begin					  
			     				flag_rst<=1'b1;
			     				State<=WAIT_OP;
			    		     end	
	     			end		  
     			WAIT_OP:begin
	  				LCD_E<=1'b0;
	           			if(!flag_2000us)begin
								flag_rst<=1'b0;
								State <= WAIT_OP; 
							end 
					else begin
								flag_rst<=1'b1;
								State <=INSTR;
					     end	
				 end
   			WRITE:begin
					LCD_RS <=		1'b1;
					if( RxD_data_ready) begin
                                        				if(RxD_data == 8'b00001101)State<=RESET;
									else begin
											LCD_DB<=RxD_data;         
											State<=WAIT_WRITE1; 	     
									     end                        
							     end		
					 else begin
							LCD_DB<=LCD_DB;
							State<=WRITE;
					      end
				end	
			WAIT_WRITE1:begin
						LCD_E<=1'b1;
	            				if(!flag_500ns)begin
									flag_rst<=1'b0;
									State <= WAIT_WRITE1; 
							       end 
						else begin					  
						  		flag_rst<=1'b1;
						  		State<=WAIT_WRITE2;
						     end	
				     end		  
     			WAIT_WRITE2:begin
                 				LCD_RS<=1'b0;	  
					  	LCD_E<=1'b0;
	              				if(!flag_500ns)begin
									flag_rst<=1'b0;
									State <= WAIT_WRITE2; 
								end 
						else begin
								flag_rst<=1'b1;
								State <=WRITE;
						     end	
				      end	
			IDLE_FINAL:begin 
	            				kappa<=1'b1;
						State<=IDLE_FINAL;  
				  end		
      			default: begin State  <= IDLE; end
			endcase
	end
end
endmodule			
[flow/run.sh]
#!/bin/bash
# OpenROAD 26Q1-2900-gdf79404cd8, Yosys 0.63+post, stock flow scripts
make -C /OpenROAD-flow-scripts/flow DESIGN_CONFIG=/design/flow/config.mk WORK_HOME=/design/flow/orfs finish
[flow/config.mk]
export PLATFORM = sky130hd
export DESIGN_NAME = Lcd_Reader
export DESIGN_NICKNAME = Lcd_Reader
export VERILOG_FILES = /design/flow/design.v
export SDC_FILE = /design/flow/constraint.sdc
export NUM_CORES = 4
export LEC_CHECK = 1
export CORE_UTILIZATION = 30
[flow/constraint.sdc]
current_design Lcd_Reader

set clk_period 4.2
set clk_io_pct 0.2

create_clock -name clk0 -period $clk_period [get_ports {clk}]

set non_clock_inputs [all_inputs -no_clocks]
set_input_delay [expr $clk_period * $clk_io_pct] -clock clk0 $non_clock_inputs
set_output_delay [expr $clk_period * $clk_io_pct] -clock clk0 [all_outputs]
==> design notes <==
The final timing report lists a hold violation count of 0. The H-tree level count was 2; the relative slew slack was 59.6%. The critical path endpoint has a required time of 4390 ps. The overall power is 855 uW, and the number of warnings in the stage logs is 29. The logs give 31 for the number of standard-cell rows in the floorplan and 2920 ps for the data arrival time of the critical path.

Buffers inserted to repair hold after CTS numbered 0. The final timing report derives a shortest allowable period of 2730 ps. TritonCTS reports the number of clock sinks as 52. For the number of setup buffers added after CTS, the log shows 0. Recorded from the global router log, the overflow total was 0. The vertical die dimension reported for this design is 89.3 um. The kind of cell with the highest combined delay along the critical path is AND-OR/OR-AND gates. TritonCTS built the clock tree. Counting the buffers created by CTS gives 5. The run gives 0 for the post-cts sizing count.

The flow ran to the end, and the final reports show no timing, DRC or antenna violations. The synthesized design contains 0 enable-type register cells. The placement report lists the number of port buffers as 22. For reference, the most critical setup path is categorized as in2reg. The run gives 590 ps for the slew at the pin with the worst max-slew slack. IR analysis of the VDD net gives a maximum drop of 133 uV. For this design, the slowest cell found on the critical path is sky130_fd_sc_hd__or4b_1. The final layout report lists a filler cell count of 712.

Walking the worst path, the cells encountered are clkdlybuf4s50_1, or4b_1, o41ai_2, o21ai_0, a221o_1. No sink is reached through more buffers than the 2 on the longest clock path. In the synthesized netlist, the number of instances is 251. The critical path launch point type was an input pin. Entering global routing, the biggest net connects 28 pins. Derived from the worst setup path, the maximum achievable clock frequency is 367 MHz. Once the floorplan was initialized, standard cells occupied 31.2% of the core. The number of antenna violations at the first check in global routing was 0; the area of the mapped netlist was 0.00229 sq mm. Number of global-route vias before repair: 1690.

After routing, the total negative slack on setup checks comes to 0 ps. According to the dpl log, the detail-placed design has an HPWL of 3140 um. The reported leakage power is 0.000931 uW, and the number of DRC violations after detailed-routing iteration 0 is 134. Dividing the detail-routed via count by the number of cells gives 4.85. The area growth from synthesis to final layout is 17.2%, and the share of synthesized registers carrying an async set or reset is 0%.

Summing the areas of all fa, ha and maj instances in the mapped netlist gives 2.73% of the synthesized area. The main logic family after synthesis was simple AND/OR/NAND/NOR gates. The fraction of final layout cells with drive strength greater than 1 came out at 8.09%. The warning count from the yosys run was 1. The later pin in the worst-skew pair is clocked with a latency of 300 ps.

The capturing element type of the critical path was a flip-flop. For reference, the clock transition at the flip-flops on the worst setup and hold paths is 90 ps. In this run, synthesis produced a sequential element count of 52. Of the total synthesized cell area, the portion taken by AND, OR, NAND and NOR gates is 23.2%.

In the final report, the number of pins over their slew limit comes to 0. The total iterations of the first detailed-routing run was 4; the number of failing setup endpoints in the final timing report was 0. In the final routed layout, each cell accounts on average for 12.1 um. A synthesized cell averages 9.12 sq um. Per the synthesis report, the XOR/XNOR share of the synthesized area is 3.44%.

The chip occupies 0.00798 sq mm. The commonest register cell is sky130_fd_sc_hd__dfxtp_1. For this run, the register share of the synthesized area comes to 45.5%. The run gives 24 as the I/O pin total.

With the worst setup slack for register-to-register paths at 2140 ps, the total power per unit cell area is 319 mW/mm^2. Setup repair after global routing left no endpoint under its margin. For the routability congestion estimate, the log shows 0.777. Per the CTS log, the root buffer master is sky130_fd_sc_hd__clkbuf_8. Post-route period utilization is reported as 64.9%.

In this run, the synthesized area fraction spent on AND-OR/OR-AND gates is recorded as 16.8%. The total area inside the core boundary comes to 0.00733 sq mm. Per the detail_route report, inserted antenna diodes total 0. The report shows a maximum critical-path fanout of 5. Of the post-synthesis cell area, the part taken by muxes is 3.23%.

The run gives 12.4% for the total global routing track utilization. The timing report gives the biggest stage delay along the critical path as 570 ps. The count of nets left with antenna violations once routing finished came out at 0. In this run the maximum-capacitance check reported violations numbering 0. The classification of the worst-slack hold path is reg2reg. The logs give 0.00229 sq mm for the post-synthesis chip area from yosys and 0 for the post-route DRC violation count. The first global-routing pass estimated 7650 um of wire. The total cells reported by yosys after synthesis is 251, and the number of buffer and inverter stages on the critical path is 1. Across all layers, the routed design uses 1801 vias. The total routed wirelength was 4510 um; the clock skew after layout was 8.20 ps. In this run, distinct cell masters in the synthesized netlist total 48. The run gives 89.3 um for the die boundary width.
## layout make-up
cell class / instances / area [sq um] / share of cell area [%]
Multi-Input combinational cell: 175 / 1140 / 42.4
Sequential cell: 52 / 1040 / 38.8
Timing Repair Buffer: 25 / 243 / 9.05
Tap cell: 99 / 124 / 4.62
Clock buffer: 6 / 82.6 / 3.08
Inverter: 12 / 45.0 / 1.68
Clock inverter: 2 / 10.0 / 0.373
## stage by stage
step	area (sq um)	std cells	setup WS, ps	hold slack, ps	utilization, %
after global placement	2590	363	1250	444	35.3
after floorplan	2290	251	1790	429	-
final	2680	371	1470	471	36.6
after global routing	2680	371	1380	485	36.6
after detailed placement	2590	363	1190	459	35.3
after CTS	2680	371	1510	473	36.6
## where the power goes
| group | switching (uW) | internal, uW | leakage (uW) | total (uW) |
|---|---|---|---|---|
| Combinational | 21.2 | 32.0 | 0.000457 | 53.3 |
| Clock | 157 | 132 | 0.0000510 | 289 |
| Sequential | 9.13 | 503 | 0.000423 | 512 |
## cell families (layout without fill, tap and decap cells)
family,count (synthesis),after routing
AND-OR/OR-AND,56,56
XOR/XNOR,9,9
adder cells (fa/ha/maj),5,5
buffers and inverters,24,45
flip-flops,52,52
multiplexers,7,7
other,1,1
AND/OR/NAND/NOR,97,97
## layer usage
layer  vias up  track usage, %  share of wire [%]
met1       802            17.9                 51
met3        11            2.34                5.0
met4         0            3.03                2.1
li1        948               -                  -
met5         -               0                  0
met2        40            19.5                 42
## state kept, by name, summed over array words and instances, names as in the netlist
| name | cells |
|---|---|
| flag_2000us | 1 |
| kappa | 1 |
| LCD_RS | 1 |
| LCD_E | 1 |
| flag_500ns | 1 |
| cnt_timer | 20 |
| flag_rst | 1 |
| LCD_DB | 8 |
| State | 14 |
| instruction_register | 3 |
| RDY | 1 |
## synthesized netlist by cell type (3+ instances only)
master	number	area, sq um
sky130_fd_sc_hd__nand2_1	10	37.5
sky130_fd_sc_hd__a21o_1	5	37.5
sky130_fd_sc_hd__nor2b_1	6	37.5
sky130_fd_sc_hd__o31ai_1	3	22.5
sky130_fd_sc_hd__inv_1	12	45.0
sky130_fd_sc_hd__a21oi_1	16	80.1
sky130_fd_sc_hd__xnor2_1	7	61.3
sky130_fd_sc_hd__nor4_1	9	56.3
sky130_fd_sc_hd__o21ai_0	10	50.1
sky130_fd_sc_hd__mux2_2	3	33.8
sky130_fd_sc_hd__clkbuf_1	7	26.3
sky130_fd_sc_hd__dfxtp_1	52	1040
sky130_fd_sc_hd__mux2i_1	4	40.0
sky130_fd_sc_hd__nor3_1	10	50.1
sky130_fd_sc_hd__or3_1	4	25.0
sky130_fd_sc_hd__ha_1	5	62.6
sky130_fd_sc_hd__nor2_1	26	97.6
sky130_fd_sc_hd__nand2b_1	4	25.0
sky130_fd_sc_hd__nand3_1	10	50.1
sky130_fd_sc_hd__a221o_1	5	50.1
sky130_fd_sc_hd__or3_2	3	22.5
sky130_fd_sc_hd__or4_1	4	30.0
## final timing paths
kind / from / endpoint / depth (start not counted)
max: RxD_data[1] / LCD_DB[2]$_SDFFE_PP1P_ / 5
min: State[7]$_DFF_P_ / State[7]$_DFF_P_ / 1
max reg2reg: cnt_timer[3]$_SDFF_PP0_ / cnt_timer[19]$_SDFF_PP0_ / 4
min reg2reg: State[7]$_DFF_P_ / State[7]$_DFF_P_ / 1
## placed cells by master, fill, tap and decap left out, drive strengths merged, types with 2 or more instances in the layout
cell            n
dfxtp          52
nor2           26
clkdlybuf4s50  22
a21oi          16
inv            12
nand3          12
nand2          10
nor3           10
o21ai          10
nor4            9
xnor2           7
or3             7
nor2b           6
clkbuf          6
a21o            5
a221o           5
ha              5
nand2b          4
mux2i           4
or4             4
o31ai           3
mux2            3
buf             3
o41ai           3
and2            2
and3            2
a31oi           2
o21a            2
a211oi          2
xor2            2
a211o           2
clkinv          2
No activity file was given, so power comes from the tool's default toggle rates.
